**./run.sh**
```bash
#!/bin/bash
# OpenROAD 26Q1-2900-gdf79404cd8, Yosys 0.63+post, stock flow scripts
make -C /OpenROAD-flow-scripts/flow DESIGN_CONFIG=/design/flow/config.mk WORK_HOME=/design/flow/orfs finish
```
**./config.mk**
```make
export PLATFORM = sky130hd
export DESIGN_NAME = Main_Decoder
export DESIGN_NICKNAME = Main_Decoder
export VERILOG_FILES = /design/flow/design.v
export SDC_FILE = /design/flow/constraint.sdc
export NUM_CORES = 4
export LEC_CHECK = 1
export CORE_AREA = 10 10 70 70
export DIE_AREA = 0 0 80 80
```
**./constraint.sdc**
```tcl
current_design Main_Decoder

set clk_period 2.3
set clk_io_pct 0.2

create_clock -name clk0 -period $clk_period

set non_clock_inputs [all_inputs -no_clocks]
set_input_delay [expr $clk_period * $clk_io_pct] -clock clk0 $non_clock_inputs
set_output_delay [expr $clk_period * $clk_io_pct] -clock clk0 [all_outputs]
```
**./design.v**
```verilog
`timescale 1ns / 1ps
module Main_Decoder(Op,RegWrite,ImmSrc,ALUSrc,MemWrite,ResultSrc,Branch,ALUOp);
    input [6:0]Op;           
    output RegWrite,ALUSrc,MemWrite,ResultSrc,Branch;   
    output [1:0]ImmSrc,ALUOp;
    assign RegWrite = (Op == 7'b0000011 | Op == 7'b0110011) ? 1'b1 : 1'b0 ;  
    assign ImmSrc = (Op == 7'b0100011) ? 2'b01 :             
                    (Op == 7'b1100011) ? 2'b10 :             
                                         2'b00 ;
    assign ALUSrc = (Op == 7'b0000011 | Op == 7'b0100011) ? 1'b1 :   
                                                            1'b0 ;
    assign MemWrite = (Op == 7'b0100011) ? 1'b1 :        
                                           1'b0 ;
    assign ResultSrc = (Op == 7'b0000011) ? 1'b1 :           
                                            1'b0 ; 
    assign Branch = (Op == 7'b1100011) ? 1'b1 :              
                                         1'b0 ;
    assign ALUOp = (Op == 7'b0110011) ? 2'b10 :              
                   (Op == 7'b1100011) ? 2'b01 :
                                        2'b00 ;
endmodule
```
==> results_dict.tcl <==
# metrics dict for downstream scripts
set metrics [dict create \
    die-area_um2 6400 \
    cp.required_ps 1840 \
    synth_warnings 0 \
    ys_cells 15 \
    postSynthAreaPerCell_um2 7.59 \
    gp_congestion 0.744 \
    hpwl_um 595 \
    outcome "complete, no violations" \
    drive_above_1_share_pct 31.3 \
    drc 0 \
    nClkBuffers 0 \
    crit_fanout 6 \
    slew_headroom_pct 81.9 \
    fin_crit_ps 2270 \
    powerDensity_nw_per_um2 84.0 \
    yosys.area.top_type "nor3_1" \
    synth_area_um2 114 \
    tightest_slew_ps 272 \
    flops 0 \
    period_used_pct 98.6 \
    grt_setup_unrepaired "yes" \
    hold_buffers 0 \
    initCoreUtil_pct 3.33 \
    num_antenna_cells 0 \
    fmax_mhz 441 \
    setup_viol 0 \
    grt_pass1_wl_um 1060 \
    gr-usage-all-layers_pct 2.03 \
    top_area_share_pct 26.4 \
    grt_max_degree 9 \
    drt_iter0_drc 0 \
    io_pins 16 \
    finalNonFillerCells 78 \
    power_mw 0.0286 \
    fill_cells 406 \
    synth_seq_share_pct 0 \
    dp_slack_ps -141 \
    antenna_found_initial 0 \
    arrival_ps 1810 \
    hold_depth 3 \
    path_class "primary input to primary output" \
    setup.worst_path.start_class "primary input" \
    hold_class "primary input to primary output" \
    topCellsByArea "nor3_1, nor4b_4, buf_4" \
    detail_route.first_pass.iterations 1 \
    dp.cells 76 \
    die_x_um 80 \
    wl_um 664 \
    globalRoute.totalOverflow 0 \
    rows 21 \
    hold_viol 0 \
    fin_ws_ps 31.9 \
    design.core.area_um2 3420 \
    vias 170 \
    syn2layout_area_growth_pct 199 \
    end_kind "primary output" \
    grt_pass1_vias 174 \
    portBuffers 16 \
    comb_area_um2 104 \
    synth_cell_types 8 \
    yosys_area_um2 114 \
    die_y_um 80 \
    power_leakage_nw 0.146 \
    synth_cells 15 \
    wl_per_cell_um 8.51 \
    ant_nets 0 \
    slew_violations 0 \
    seq_area_um2 0 \
    vias_per_cell 2.18 \
    warning_count 33 \
    cap_violations 0 \
    vdd_drop_max_mv 0.0125 \
]
[cells in the final DEF, fill, tap and decap left out]
master,n
nor4b_4,1
nand2_1,2
buf_6,1
xor2_1,1
nor4_2,1
buf_4,3
clkdlybuf4s50_1,7
nor3_2,2
nor3_1,4
dlymetal6s2s_1,1
clkbuf_2,2
dlygate4sd2_1,6
nand4bb_1,1
[timing repair]
item	4_1_cts	5_1_grt
gates resized	11	5
gates cloned	0	0
setup endpoints to repair	9	4
buffers inserted	1	1
[critical path, cell delays in order]
cell,delay [ps]
clkdlybuf4s50_1,390
nand4bb_1,200
buf_6,150
nor3_2,130
clkdlybuf4s50_1,480
[area by class of cell]
class	count	share of cell area [%]
well taps	46	16.9
multi-input cells	12	30.5
repair buffers	20	52.6
[Yosys cell counts, drive strengths merged]
cell / instances
buf: 3
nand2: 2
nand4bb: 1
nor3: 6
nor4: 1
nor4b: 1
xor2: 1
[layer usage]
metal,track usage [%],up-vias,routed length (µm)
li1,-,88,-
met3,0.795,0,49
met4,0,0,0
met5,0,-,0
met2,3.29,6,322
met1,2.64,76,292
[cell families after synthesis]
family                    after synthesis  share of synthesized area (%)
buffers and inverters                   3                           17.6
xor gates and xnor gates                1                           7.69
and+or+nand+nor                        11                           74.7
[power by group]
part / switching (mW) / leakage [nW] / internal [mW]
clock network: 0 / 0 / 0
logic: 0.0116 / 0.146 / 0.0170
registers: 0 / 0 / 0
[stage by stage]
| stage | hold slack (ps) | instance area [µm²] | setup TNS [ps] | utilization [%] |
|---|---|---|---|---|
| detailed placement | 1990 | 327 | -625 | 9.56 |
| global placement | 1980 | 327 | -481 | 9.56 |
| CTS | 1600 | 338 | 0 | 9.89 |
| finish | 1450 | 340 | 0 | 9.96 |
| floorplan | 935 | 114 | 0 | - |
| global route | 1490 | 340 | -74.5 | 9.96 |
[worst paths after layout]
path | start | end | slack, ps
worst max-delay path | Op[2] | ALUOp[0] | 30
worst min-delay path | Op[6] | MemWrite | 1450
Power is estimated from default activity; no workload was simulated.
